[flow/config.mk]
export PLATFORM = sky130hd
export DESIGN_NAME = comparator
export DESIGN_NICKNAME = comparator
export VERILOG_FILES = /design/flow/design.v
export SDC_FILE = /design/flow/constraint.sdc
export NUM_CORES = 4
export LEC_CHECK = 1
export CORE_AREA = 10 10 84 84
export DIE_AREA = 0 0 94 94
[flow/run.sh]
#!/bin/bash
# OpenROAD 26Q1-2900-gdf79404cd8, Yosys 0.63+post, stock flow scripts
make -C /OpenROAD-flow-scripts/flow DESIGN_CONFIG=/design/flow/config.mk WORK_HOME=/design/flow/orfs finish
[flow/design.v]
module comparator (input[31:0] i_in_1,
				   input [31:0] i_in_2,
				   input sign,
				   output gt,
                   output lt,
                   output eq); 
	always @(*) begin
		if (sign == 1) begin
			gt <= ( $signed(i_in_1) > $signed(i_in_2)) ? 1'b1 : 1'b0; 
			lt <= ( $signed(i_in_1) < $signed(i_in_2)) ? 1'b1 : 1'b0; 
			eq <= ( $signed(i_in_1) == $signed(i_in_2)) ? 1'b1 : 1'b0;
		end else begin
			gt <= ( i_in_1 > i_in_2 ) ? 1'b1 : 1'b0; 
			lt <= ( i_in_1 < i_in_2 ) ? 1'b1 : 1'b0; 
			eq <= ( i_in_1 == i_in_2) ? 1'b1 : 1'b0;
		end 
    end 
endmodule
[flow/constraint.sdc]
current_design comparator

set clk_period 3.3
set clk_io_pct 0.2

create_clock -name clk0 -period $clk_period

set non_clock_inputs [all_inputs -no_clocks]
set_input_delay [expr $clk_period * $clk_io_pct] -clock clk0 $non_clock_inputs
set_output_delay [expr $clk_period * $clk_io_pct] -clock clk0 [all_outputs]
==> flow_summary.yaml <==
# implementation run metrics
run_status:
  status: "finished clean"
power:
  internal_power_uw: 150.6
  pwr-share-seq: 0
  clock_power_share: 0
  powerDensity_nw_per_um2: 120.1
  peakVddDrop_mv: 0.07017
  combPwrFrac: 1.000
  p_leak_uw: 0.001026
  p_switching_uw: 102.1
  swShare: 0.4041
routing:
  dr_total_vias: 1146
  n_antenna_cell: 0
  via_per_inst: 4.137
  wl_mm: 3.357
  wl_per_cell_um: 12.12
  firstDrtPassIters: 2
  antenna_left: 0
  drt_iter0_markers: 28
  drc: 0
sta:
  holdWs_ns: 2.115
  hold_viol: 0
  drv_slew: 0
  tightest_slew_ns: 0.2750
  rsz0062_at_grt: "yes"
  max_freq_mhz: 309.5
  final-setup-viol-count: 0
  fin_crit_sh: 0.9790
  timing.final.crit_period_ns: 3.231
  relSlewSlack: 0.8151
hold_path:
  min_path_cells: 4
  holdPathEnd: "lt"
  worstHoldStart: "sign"
  min_path_type: "in -> out"
logic_synthesis:
  ys_warn_count: 7
  avgSynthCellArea_um2: 7.197
  ys_cells: 117
  synth_cell_type_count: 23
  syn_area_um2: 842.1
  syn-instance-count: 117
  synth_seq_share: 0
  ys_chip_area_um2: 842.1
floorplanning:
  initCoreUtil: 0.1618
  die-width_um: 94
  io_pins: 68
  die_area_um2: 8836
  rows: 26
  coreArea_um2: 5205
  die_h_um: 94
global_route:
  gr-usage-all-layers: 0.07020
  grt_pass1_wl_mm: 5.313
  grt_max_degree: 4
  grt_antenna_before_repair: 0
  overflow: 0
  grt_pass1_vias: 1254
final_layout:
  final_common_cell: "dlygate4sd2_1"
  num-clock-buffers: 0
  drive_gt1_frac: 0.5990
  lay_top_cells: "dlygate4sd2_1, ha_4, inv_2"
  area_growth_pct: 149.9
  flops: 0
  final_area_um2: 2105
  regArea_um2: 0
placed_design:
  postPlaceCellArea_um2: 1723
  port-buffer-count: 68
  place_congestion: 0.7860
  dpl.hpwl_mm: 2.710
clock_tree:
  hold_buffers: 0
setup_path:
  cp.required_ns: 2.64
  cp.arrival_ns: 2.57
  cp_max_fo: 2
  cp-start-kind: "input pin"
  worstSetupPathType: "in -> out"
  endpoint_kind: "output port"
job:
  warnings: 33
  drv_cap: 0
## power by group through the flow
stage / clock network, uW / registers (uW) / logic (uW)
CTS: 0 / 0 / 241
global route: 0 / 0 / 284
finish: 0 / 0 / 253
## through the flow
step           setup WS [ns]  setup TNS, ns  cells    util  power [uW]
5_1_grt             -0.03683       -0.03683    277  0.4043       284.4
4_1_cts            0.0005118              0    275  0.4010       240.6
3_5_place_dp         -0.6922         -1.686    270  0.3310       197.7
2_1_floorplan         0.3212              0    117       -       74.75
6_report             0.06931              0    277  0.4043       252.7
3_3_place_gp         -0.6844         -1.634    270  0.3310       196.8
## cells in the mapped netlist
cell,number,area (um^2)
o21ai_1,1,5.000
o211ai_1,1,7.510
nor4_1,3,18.77
nand4_1,8,50.05
o21ai_0,3,15.01
nor2b_1,1,6.260
nor3_1,1,5.000
and2_1,1,6.260
a21oi_2,1,8.760
a21oi_1,12,60.06
a2111oi_0,1,8.760
and2b_4,1,10.01
ha_1,32,400.4
nand2_1,5,18.77
nor2_2,1,6.260
a21o_1,3,22.52
xor2_1,1,8.760
a221o_1,1,10.01
a221oi_1,2,17.52
inv_1,33,123.9
nand3_1,3,15.01
or3_1,1,6.260
mux2_1,1,11.26
## worst max-delay path, cell delays in order
cell	delay [ns]
dlygate4sd2_1	0.26
ha_4	0.24
buf_4	0.12
nand4_1	0.12
buf_4	0.14
nor3_4	0.04
a221oi_2	0.24
o21ai_2	0.10
a21oi_2	0.13
buf_4	0.12
mux2_4	0.29
buf_6	0.11
## routing by layer
metal  GRT usage  routed length [um]
met1     0.09013                1624
met2      0.1187                1432
met3     0.02262                 300
met4           0                   0
met5           0                   0
## layout make-up
cell class | count | area, um^2
fillers | 491 | 3100
well taps | 70 | 87.58
multi-input cells | 84 | 1160
inverters | 33 | 128.9
repair buffers | 90 | 728.2
## worst max path at each step
stage | to | cells past startpoint | startpoint | slack [ns]
after CTS | gt | 11 | i_in_2[12] | 0.0005
final | gt | 12 | i_in_1[29] | 0.07
after global routing | gt | 12 | i_in_1[29] | -0.04
## timing repair
item | in CTS | in global routing
endpoints found under the setup margin | 3 | 3
gates cloned | 0 | 0
endpoints found under the hold margin | 0 | 0
buffers inserted | 5 | 2
pin swaps | 38 | 27
gates resized | 149 | 63
## kinds of logic after synthesis
group / share of synthesized area
buffers and inverters: 0.1471
adder cells (fa/ha/maj): 0.4755
AND-OR/OR-AND: 0.1843
AND/OR/NAND/NOR: 0.1694
XOR/XNOR: 0.01040
multiplexers: 0.01337
No activity file was given, so power comes from the tool's default toggle rates.
